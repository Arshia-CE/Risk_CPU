==> design/flow/design.v <==
module ALU(input[1:0] control,input [2:0] opcode,input [7:0] in_reg_ac,input [7:0] in_reg_dr,output reg[7:0] out_reg,output reg carry);
always@(*) begin
if (opcode == 3'b111) begin
        case (control)
            2'b01: begin
                out_reg = in_reg_dr;
	    end
            2'b10: begin
                {carry, out_reg} = in_reg_ac - in_reg_dr;
            end
        endcase
end else
case (opcode)
	3'b000: {carry, out_reg} = in_reg_ac + in_reg_dr;
	3'b001: {carry, out_reg} = in_reg_ac - in_reg_dr;
	3'b010: begin
		if(in_reg_ac==in_reg_dr) out_reg=1;
		else out_reg=0;
		end	
	3'b011: out_reg = in_reg_dr * 2;
	3'b100: out_reg = in_reg_dr;
	3'b110: out_reg = ~in_reg_dr;
	default: out_reg = in_reg_ac;
endcase
end
endmodule
module ALU_test;
reg [1:0]control;
reg [2:0] opcode;
reg [7:0] in_reg_ac;
reg [7:0] in_reg_dr;
wire [7:0] out_reg;
wire carry;
ALU alu_inst(control,opcode, in_reg_ac, in_reg_dr, out_reg, carry);
initial begin
    opcode = 3'b000;
    in_reg_ac = 8'b00000001;
    in_reg_dr = 8'b00000010;
    #10;
    opcode = 3'b001;
    in_reg_ac = 8'b00000100;
    in_reg_dr = 8'b00000010;
    #10;
    opcode = 3'b010;
    in_reg_ac = 8'b00000100;
    in_reg_dr = 8'b00000100;
    #10;
    opcode = 3'b011;
    in_reg_dr = 8'b00000100;
    #10;
    opcode = 3'b100;
    in_reg_dr = 8'b00001000;
    #10;
    opcode = 3'b110;
    in_reg_dr = 8'b11110000;
    #10;
    control = 2'b01;
    opcode = 3'b111;
    in_reg_ac = 8'b00000000;
    in_reg_dr = 8'b00000011;
    #10;
    control = 2'b10;
    opcode = 3'b111;
    in_reg_ac = 8'b00000101;
    in_reg_dr = 8'b00000111;
end
endmodule
module memory(output reg [7:0] data_out,input [4:0] address,input [7:0] data_in,input write);
reg [7:0] memory [0:31];
initial begin 
	memory[0] = 8'b00000000;  
	memory[1] = 8'b11010010;  
	memory[2] = 8'b01010101;  
	memory[3] = 8'b00000000;  
	memory[4] = 8'b11111000;  
	memory[5] = 8'b00010010;  
	memory[6] = 8'b01101110;  
	memory[7] = 8'b10000010;  
	memory[8] = 8'b00110101;  
	memory[9] = 8'b01001010;  
	memory[10] = 8'b11001011;  
	memory[11] = 8'b00010011;  
	memory[12] = 8'b01100110;  
	memory[13] = 8'b10001001;  
	memory[14] = 8'b01011111;  
	memory[15] = 8'b01010011;  
	memory[16] = 8'b00000111;  
	memory[17] = 8'b10011111;  
	memory[18] = 8'b01001100;  
	memory[19] = 8'b11110000;  
	memory[20] = 8'b00000001;  
	memory[21] = 8'b00110100;  
	memory[22] = 8'b00110010;  
	memory[23] = 8'b00111100;  
	memory[24] = 8'b00011001;  
	memory[25] = 8'b10110101;  
	memory[26] = 8'b00000101;  
	memory[27] = 8'b00001001;  
	memory[28] = 8'b01100111;  
	memory[29] = 8'b10100111;  
	memory[30] = 8'b01110010;  
	memory[31] = 8'b00001011;  
end
always @(*)
begin
	if (write) memory[address] <= data_in;
	else data_out <= memory[address];	
end
endmodule
module memory_tb;
reg [7:0] data_in;
reg [4:0] address, write;
wire [7:0] data_out;
memory dut (data_out, address, data_in, write);
initial begin
  address = 0;
  data_in = 0;
  write = 0;
  #10 write = 1;
  #10 address = 1;
  #10 data_in = 8;
  #10 write = 0;
  #10 address = 1;
  #10 write = 1;
  #10 address = 2;
  #10 data_in = 16;
  #10 write = 0;
  #10 address = 2;
end
endmodule
module ROM(input [4:0] address, output reg [7:0] instruction);
reg [7:0] memory [0:31];
initial begin
	memory[0] = 8'b10001100;  
	memory[1] = 8'b00110010;  
	memory[2] = 8'b00000111;  
	memory[3] = 8'b00011100;  
	memory[4] = 8'b10101100;  
	memory[5] = 8'b01111111;  
	memory[6] = 8'b11010011;  
	memory[7] = 8'b11110011;  
	memory[8] = 8'b01010011;  
	memory[9] = 8'b01000011;  
	memory[10] = 8'b11111010;  
	memory[11] = 8'b0000000;  
	memory[12] = 8'b0000000;  
	memory[13] = 8'b0000000;  
	memory[14] = 8'b0000000;  
	memory[15] = 8'b0000000;  
	memory[16] = 8'b0000000;  
	memory[17] = 8'b0000000;  
	memory[18] = 8'b0000000;  
	memory[19] = 8'b0000000;  
	memory[20] = 8'b0000000;  
	memory[21] = 8'b0000000;  
	memory[22] = 8'b0000000;  
	memory[23] = 8'b0000000;  
	memory[24] = 8'b0000000;  
	memory[25] = 8'b0000000;  
	memory[26] = 8'b0000000;  
	memory[27] = 8'b0000000;  
	memory[28] = 8'b0000000;  
	memory[29] = 8'b00000000;  
	memory[30] = 8'b00000000;  
	memory[31] = 8'b00000000;  
end
always @(address) 
begin
    instruction = memory[address];
end
endmodule
module bus_manager(input [7:0] req, input [63:0] data,output reg [7:0] data_out);
always @(*) begin
   case (req)
  	8'b00000001: data_out = data[7:0];
        8'b00000010: data_out = data[15:8];
        8'b00000100: data_out = data[23:16];
        8'b00001000: data_out = data[31:24];
        8'b00010000: data_out = data[39:32];
        8'b00100000: data_out = data[47:40];
	8'b01000000: data_out = data[55:48];
	8'b10000000: data_out = data[63:56];
        default: data_out = 8'b0;
    endcase
end
endmodule
module bus_manager_test;
reg [7:0] req;
reg [63:0] data;
wire [7:0] data_out;
bus_manager bus_manager_inst(req, data, data_out);
initial begin
    req = 8'b00000001;
    data[7:0] = 8'b00000001;
    #10;
    req = 8'b00000010;
    data[15:8] = 8'b00000010;
    #10;
    req = 8'b00000100;
    data[23:16] = 8'b00000100;
    #10;
    req = 8'b00000000;
    #10;
end
endmodule
module Data_Path(input clk, input R, input [15:0] T, input [7:0] D, input [63:0] in_bus, output [7:0] out_bus, output wire carry_flag);
wire [7:0] x;
wire load_dr, load_ac, load_ir, load_pc, load_ar;
wire inc_dr, inc_ac, inc_ir, inc_pc, inc_ar;
wire res_dr, res_ac, res_ir, res_pc, res_ar;
wire write;
wire [4:0] out_ar;
wire [7:0] out_dr;
wire [7:0] out_ac;
wire [7:0] in_ac;
assign in_bus[23:16]=out_dr;
assign in_bus[31:24]=out_ac;
assign in_bus[4:0]=out_ar;
assign x[0] = 0;										 	 
assign x[1] = T[0]; 										 	 
assign x[2] = 0; 										 	 
assign x[3] = (T[3]&D[5])|(T[5]&D[6]); 								 	 
assign x[4] = T[2]; 										 	 
assign x[5] = (T[3]&D[0])|(T[3]&D[1])|(T[3]&D[2])|(T[3]&D[3])|(T[3]&D[4])|(T[3]&D[6])|(T[3]&D[7]);       
assign x[6] = T[1]; 											 
assign x[7] = (T[5]&D[7])|(T[11]&D[7]); 								 
assign load_ar=T[0] | T[2];
assign inc_ar=1'bx;
assign res_ar=R&T[15];
assign load_pc=1'bx;
assign inc_pc=T[1];
assign res_pc=R&T[15];
assign load_dr=(T[3]&D[0])|(T[3]&D[1])|(T[3]&D[2])|(T[3]&D[3])|(T[3]&D[4])|(T[3]&D[6])|(T[5]&D[7])|(T[3]&D[7]);
assign inc_dr=(T[8]&D[7])|(T[9]&D[7]);
assign res_dr=R&T[15];
assign load_ac=(T[4]&D[0])|(T[4]&D[1])|(T[4]&D[2])|(T[4]&D[3])|(T[4]&D[6])|(T[4]&D[4])|(T[4]&D[7])|(T[6]&D[7]);
assign inc_ac=1'bx;
assign res_ac=R&T[15];
assign load_ir=T[1];
assign inc_ir=1'bx;
assign res_ir=R&T[15];
assign load_tr=1'bx;
assign inc_tr=(T[4]&D[7])|(T[8]&D[7]);
assign res_tr=(R&T[15])|(T[3]&D[7]);
assign write=(T[3]&D[5])|(T[5]&D[6])|(T[11]&D[7]);
memory main_memory (in_bus[47:40], out_ar, out_bus, write);
ROM rom(out_ar,in_bus[55:48]);
ALU alu({T[6],T[4]},in_bus[39:37], out_ac, out_dr, in_ac, carry_flag);
bus_manager bus_manager(x, in_bus, out_bus);
oct_register DR(out_bus,out_dr,load_dr,inc_dr,res_dr,clk);
oct_register AC(in_ac,out_ac,load_ac,inc_ac,res_ac,clk);
oct_register IR(out_bus,in_bus[39:32],load_ir,inc_ir,res_ir,clk);
oct_register TR(out_bus,in_bus[63:56],load_tr,inc_tr,res_tr,clk);
pent_register PC(out_bus[4:0],in_bus[15:8],load_pc,inc_pc,res_pc,clk);
pent_register AR(out_bus[4:0],out_ar,load_ar,inc_ar,res_ar,clk);
endmodule
module oct_register(input[7:0] in , output reg [7:0] out,input load, input inc,input res,input clk);
always @(posedge clk)
	if (load==1) out<=in;
	else if(inc==1) out<=out+1;
always@(*) if (res==1) out<=0;
endmodule
module reg_tb;
reg [7:0] in;
reg load, inc,res, clk;
wire [7:0] out;
oct_register oc(in,out,load,inc,res,clk);
initial
begin
	clk=0;
	in=8'b00000001;
	load=1;
	#10 load=0;
	inc=1;
	#10 inc=0;
	res=1;
end
always begin
	#5 clk = ~clk;
end
endmodule
module pent_register(input[4:0] in , output reg [4:0] out,input load, input inc,input res,input clk);
always @(posedge clk)
	if (load==1) out<=in;
	else if(inc==1) out<=out+1;
always@(*) if (res==1) out<=0;
endmodule
module pent_reg_tb;
reg [4:0] in;
reg load, inc,res ,clk;
wire [4:0] out;
pent_register pc(in,out,load,inc,res,clk);
initial
begin
	clk=0;
	in=5'b00001;
	load=1;
	#10 load=0;
	inc=1;
	#10 inc=0;
	res=1;
end
  always begin
    #5 clk = ~clk;
  end
endmodule
==> design/flow/run.sh <==
#!/bin/bash
# OpenROAD 26Q1-2900-gdf79404cd8, Yosys 0.63+post, stock flow scripts
make -C /OpenROAD-flow-scripts/flow DESIGN_CONFIG=/design/flow/config.mk WORK_HOME=/design/flow/orfs finish
==> design/flow/config.mk <==
export PLATFORM = sky130hd
export DESIGN_NAME = Data_Path
export DESIGN_NICKNAME = Data_Path
export VERILOG_FILES = /design/flow/design.v
export SDC_FILE = /design/flow/constraint.sdc
export NUM_CORES = 4
export LEC_CHECK = 1
export CORE_AREA = 10 10 70 70
export DIE_AREA = 0 0 80 80
==> design/flow/constraint.sdc <==
current_design Data_Path

set clk_period 3.2
set clk_io_pct 0.2

create_clock -name clk0 -period $clk_period [get_ports {clk}]

set non_clock_inputs [all_inputs -no_clocks]
set_input_delay [expr $clk_period * $clk_io_pct] -clock clk0 $non_clock_inputs
set_output_delay [expr $clk_period * $clk_io_pct] -clock clk0 [all_outputs]
==> flow_metrics.tcl <==
# metrics dict for downstream scripts
set metrics [dict create \
    synth_flops 16 \
    status "aborted with a tool error" \
    first-error "ERROR: Found 61 problems in 'check -assert'." \
    synth.yosys.warnings 11 \
    yosysChipArea_um2 837.1 \
    xor_area_share_pct 0 \
    synth-adder-area-share_pct 0 \
    synth_cell_types 14 \
    cells_yosys 96 \
    synthMuxAreaShare_pct 3.587 \
    synth_simple_gate_area_share_pct 11.06 \
    synth_compound_gate_area_share_pct 6.876 \
    stop_stage "synthesis (1_2_yosys)" \
    topCombFamilyByArea "buffers and inverters" \
]
-- synth_stat cells, drive strengths merged --
cell | number | area share (%)
o41ai | 1 | 3.3
nor2 | 6 | 2.7
a222oi | 1 | 1.2
nand4b | 1 | 1.0
inv | 1 | 0.45
dlxtp | 8 | 14
a221oi | 1 | 1.8
mux2i | 3 | 3.6
nand4 | 8 | 6.0
conb | 2 | 0.90
or4 | 1 | 1.3
dlxtn | 8 | 14
o21ai | 1 | 0.60
buf | 54 | 48
-- cells by family after synthesis --
| kind of cell | after synthesis |
|---|---|
| muxes | 3 |
| AOI/OAI and AO/OA | 4 |
| and+or+nand+nor | 16 |
| other | 2 |
| latches | 16 |
| buffers and inverters | 55 |
